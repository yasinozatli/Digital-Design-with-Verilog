### /design/flow/run.sh
#!/bin/bash
# OpenROAD 26Q1-2900-gdf79404cd8, Yosys 0.63+post, stock flow scripts
make -C /OpenROAD-flow-scripts/flow DESIGN_CONFIG=/design/flow/config.mk WORK_HOME=/design/flow/orfs finish
### /design/flow/config.mk
export PLATFORM = sky130hd
export DESIGN_NAME = uart_rx
export DESIGN_NICKNAME = uart_rx
export VERILOG_FILES = /design/flow/design.v
export SDC_FILE = /design/flow/constraint.sdc
export NUM_CORES = 4
export LEC_CHECK = 1
export CORE_UTILIZATION = 30
### /design/flow/constraint.sdc
current_design uart_rx

set clk_period 4.8
set clk_io_pct 0.2

create_clock -name clk0 -period $clk_period [get_ports {clk}]

set non_clock_inputs [all_inputs -no_clocks]
set_input_delay [expr $clk_period * $clk_io_pct] -clock clk0 $non_clock_inputs
set_output_delay [expr $clk_period * $clk_io_pct] -clock clk0 [all_outputs]
### /design/flow/design.v
`timescale 1ns / 1ps
module uart_rx #(parameter baudrate = 1000_000) 
(input clk, di,
 output [7:0] do,
 output reg done);
localparam IDLE = 2'd0, BE_READY = 2'd1, RECV = 2'd2, DONE = 2'd3;
reg [1:0] state = IDLE;
integer one_bit_time = 100_000_000 / baudrate;  
integer timer = 0;                    
reg [7:0] shifter;
reg [2:0] num_of_sent_bits = 0;
assign do = shifter;
always @(posedge clk) begin
   case(state)
      IDLE: begin
         if (0 == di) state <= BE_READY;
         timer <= 0;
         done <= 0;
      end
      BE_READY: begin
         if(((one_bit_time/2)-1) == timer) begin  
            timer <= 0;
            state <= RECV;
         end else 
            timer <= timer + 1;
      end
      RECV: begin  
         if(one_bit_time-1 == timer) begin
            timer <= 0;
            shifter <= {di, shifter[7:1]};
            if(num_of_sent_bits == 7) begin
               num_of_sent_bits <= 0;
               state <= DONE;
            end else
               num_of_sent_bits <= num_of_sent_bits + 1;          
         end else
            timer <= timer + 1;
      end
      DONE: begin
         if(one_bit_time-1 == timer) begin
            done <= 1;
            state <= IDLE;
            timer <= 0;
         end else
            timer <= timer + 1;
      end
   endcase
end
endmodule
==> GITHUB_STEP_SUMMARY <==
### Metrics collected by this job

| Metric | Value |
|---|---|
| Die Footprint | `0.00742 mm^2` |
| Vias in the first global route | `1,347` |
| M1 GR Usage | `17.1%` |
| Fill cells | `692` |
| Final core occ | `35.1%` |
| Slew HR | `60.3%` |
| Yosys chip area | `0.00212 mm^2` |
| Post-DR wirelength/cell | `11.5 um` |
| Synthesized cell area | `0.00212 mm^2` |
| Row cnt | `30` |
| CTS Hold Bufs | `0` |
| Core area | `0.00683 mm^2` |
| Clock-pin slew on the worst setup and hold paths | `0.09 ns` |
| Most used logic cell in the final layout | `nor2_1` |
| Worst IR drop on VDD | `170 uV` |
| # Cells Yosys | `210` |
| Seq pwr share | `47.8%` |
| Register share after synthesis | `50.0%` |
| Area Growth Syn to Fin | `13.0%` |
| Slew Viols, Final | `0` |
| Root Buffer | `clkbuf_8` |
| Met2 Usage GRT | `16.3%` |
| Dominant synthesized flop cell | `dfxtp_1` |
| Synth cell types | `32` |
| Maximum buffer depth of the clock tree | `2` |
| Final hold viol count | `0` |
| Number of clock sinks | `46` |
| Internal power | `0.653 mW` |
| Hold Crit Class | `flip-flop to flip-flop` |
| Violation tally from detailed-route iteration zero | `66` |
| # diodes | `0` |
| Fmax | `0.445 GHz` |
| Dpl cell area | `0.00229 mm^2` |
| Pwr/cell area | `394 mW/mm^2` |
| Flip-flops with a built-in enable | `14` |
| Period utilization | `46.8%` |
| Layout Cell Area excl Fill | `0.00240 mm^2` |
| Largest net degree at the start of global routing | `33` |
| I/O pin total | `11` |
| DRT Wirelength | `3620 um` |
| Max FO, Critical Path | `32` |
| Crit Path Class | `flip-flop to flip-flop` |
| Post-Syn Instances | `210` |
| Via/cell ratio | `4.55` |
| Busiest layer in global routing | `met1` |
| # H-tree levels | `2` |
| Setup Buffers After CTS | `0` |
| Total net switching power | `0.291 mW` |
| Final Setup Violations | `0` |
| #FFs+latches synth | `46` |
| FFs w/ async S/R, synth | `0%` |
| CTS buffer count | `5` |
| Status | `completed` |
| Pre-antenna DRT Iters | `4` |
| R2r setup slk | `2.55 ns` |
| Max Cap Violations | `0` |
| Share of cells above drive strength 1 | `6.36%` |
| Critical path launch point type | `flip-flop` |
| RSZ-0062 raised after global routing | `no` |
| Setup TNS | `0 ns` |
| Clock latency at the later pin of the worst-skew pair | `0.30 ns` |
| Period minus WS final | `2.25 ns` |
| Worst Skew | `0.00787 ns` |
| Residual DRC | `0` |
| Pre-Place Util | `31.1%` |
| Via count | `1,437` |
| Switching Share | `30.9%` |
| Routed Antenna Nets | `0` |
| Die height | `86.1 um` |
| Leak Pwr | `0.846 nW` |
| Global route overflow | `0` |
| Die X | `86.1 um` |
| Grt met3 use | `1.95%` |
| Slew @ Worst Pin | `0.596 ns` |
| HPWL Detailed | `2390 um` |
| TritonCTS clock tree | `yes` |
| Clock share of power | `30.9%` |
| Post-Place Cells | `308` |
| Most frequent cells in the layout | `nor2_1 (37), dfxtp_1 (32), xor2_1 (20)` |
| Mapped Avg Cell Area | `10.1 um^2` |
| Yosys warnings | `1` |
| First-pass GRT wire length | `6270 um` |
| Total tool warning count | `29` |
| Worst Path Arrival | `2.41 ns` |
| GR Util All Layers | `10.8%` |
| Post_cts resized | `0` |
| Power share of the combinational group | `21.3%` |
| Critical path required time | `4.96 ns` |
| I/O Buffers | `10` |
| Cell Count, Final, Fillers Out | `316` |
| Worst Setup End Kind | `flip-flop` |
| Global placement routability congestion | `0.791` |
| Antenna violations before repair | `0` |
| Overall power | `0.944 mW` |
-- state kept, by name, indices dropped and copies added (netlist names) --
register,count
shifter,8
timer,32
num_of_sent_bits,3
state,2
done,1
-- metal layers --
layer | wire length (um) | share of wire, % | vias up
met5 | 0 | 0 | -
met4 | 46 | 1.3 | 0
met3 | 145 | 4.0 | 4
met2 | 1570 | 43 | 30
met1 | 1860 | 51 | 645
li1 | - | - | 758
-- path summary, 6_finish.rpt --
path | cells after the start | startpoint | to
worst min-delay path | 0 | shifter[1]$_DFFE_PP_ | shifter[0]$_DFFE_PP_
worst max register to register | 5 | timer[8]$_DFF_P_ | timer[18]$_DFF_P_
worst max-delay path | 5 | timer[8]$_DFF_P_ | timer[18]$_DFF_P_
worst min register to register | 0 | shifter[1]$_DFFE_PP_ | shifter[0]$_DFFE_PP_
-- final cells by class --
cell class	count	area, um^2	share of cell area [%]
sequential	46	1060	44.2
multi-input combinational	150	982	40.9
tap	96	120	5.01
timing repair buffer	10	100	4.17
clock buffer	5	68.8	2.87
clock inverter	3	43.8	1.83
inverter	6	22.5	0.939
-- per-stage QoR --
| stage | hold slack, ns | worst slack (ns) |
|---|---|---|
| CTS | 0.466 | 2.48 |
| global placement | 0.432 | 2.51 |
| floorplan | 0.400 | 3.03 |
| global route | 0.473 | 2.34 |
| finish | 0.461 | 2.55 |
| detailed placement | 0.438 | 2.50 |
-- power groups by stage --
stage	sequential (mW)	clock (mW)	combinational [mW]
4_1_cts	0.451	0.302	0.207
5_1_grt	0.454	0.320	0.232
6_report	0.451	0.292	0.201
-- cell usage after synthesis (2+ instances only) --
library cell	n	share of area, %
a21oi_1	2	0.47
and4_1	6	2.5
o21bai_1	2	0.71
nor2b_1	2	0.59
and2_1	2	0.59
clkbuf_1	2	0.35
nor2_1	37	6.5
ha_1	8	4.7
nor4_1	10	2.9
nand4_1	15	4.4
edfxtp_1	14	20
buf_6	3	1.6
inv_1	6	1.1
and3_1	4	1.2
nor3_1	2	0.47
nand2_1	8	1.4
dfxtp_1	32	30
nand4b_1	2	0.83
xor2_1	20	8.2
xnor2_1	10	4.1
nand3_1	12	2.8
-- kinds of logic after synthesis --
| kind of cell | after synthesis | share of synthesized area [%] |
|---|---|---|
| xor gates and xnor gates | 30 | 12.4 |
| buffers and inverters | 14 | 3.77 |
| and+or+nand+nor | 105 | 26.7 |
| adders and majority gates | 8 | 4.71 |
| DFF | 46 | 50.0 |
| AOI/OAI and AO/OA | 6 | 1.94 |
| muxes | 1 | 0.530 |
-- critical path, stage by stage, from the launching register on --
cell     delay (ns)
dfxtp_1        0.36
nor4_1         0.38
nand4_1        0.23
nor4_4         0.42
o32a_2         0.60
nor2_1         0.12
Power and IR drop assume default switching activity.
