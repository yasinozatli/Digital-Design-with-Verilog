`/design/flow/run.sh`:
```
#!/bin/bash
# OpenROAD 26Q1-2900-gdf79404cd8, Yosys 0.63+post, stock flow scripts
make -C /OpenROAD-flow-scripts/flow DESIGN_CONFIG=/design/flow/config.mk WORK_HOME=/design/flow/orfs finish
```
`/design/flow/config.mk`:
```
export PLATFORM = sky130hd
export DESIGN_NAME = spi_master
export DESIGN_NICKNAME = spi_master
export VERILOG_FILES = /design/flow/design.v
export SDC_FILE = /design/flow/constraint.sdc
export NUM_CORES = 4
export LEC_CHECK = 1
export CORE_UTILIZATION = 40
```
`/design/flow/constraint.sdc`:
```
current_design spi_master

set clk_period 2.6
set clk_io_pct 0.2

create_clock -name clk0 -period $clk_period [get_ports {clk_i}]

set non_clock_inputs [all_inputs -no_clocks]
set_input_delay [expr $clk_period * $clk_io_pct] -clock clk0 $non_clock_inputs
set_output_delay [expr $clk_period * $clk_io_pct] -clock clk0 [all_outputs]
```
`/design/flow/design.v`:
```
`timescale 1ns / 1ps
module spi_master #(
	parameter clkPolarity = 0,  
	parameter clkPhase = 0,	 
	parameter clkFrequency  = 100_000_000,  
	parameter spiClkFrequency = 1_000_000  
)
( 
	input clk_i,
	input en_i, 	
    input miso_i,  
	input [7:0] mosi_data_i,  
	output reg [7:0] miso_data_o,  
	output reg data_ready_o, 	
	output reg cs_o,  
	output reg spiClk_o,  
	output reg mosi_o  
);
localparam c_edgecntrlimdiv2 = clkFrequency/(spiClkFrequency*2);  
reg [7:0] write_reg	= 8'b0;	
reg [7:0] read_reg	= 8'b0;	
reg spiClk_en   = 1'b0;
reg spiClk	  = 1'b0;
reg spiClk_preceding = 1'b0;
reg spiClk_rise = 1'b0;
reg spiClk_fall = 1'b0;
reg write_new_bit 	= 1'b0;
reg read_new_bit		= 1'b0;
reg [($clog2(c_edgecntrlimdiv2))-1:0] edgecntr = 0;  
reg [3:0] bit_counter = 0;
localparam READY = 1'b0, SEND = 1'b1;  
reg state = READY;  
localparam zero_zero = 2'd0, zero_one = 2'd1, one_zero = 2'd2, one_one = 2'd3;
reg [1:0] spi_config	= 2'b0;
initial spi_config = {clkPolarity, clkPhase};  
always @(posedge clk_i) begin
	if (spiClk_en == 1) begin
		if (edgecntr == c_edgecntrlimdiv2-1) begin
			spiClk 		<= ~spiClk;
			edgecntr	<= 0;
		end else
			edgecntr	<= edgecntr + 1;
	end else begin
			edgecntr	<= 0;
			if (clkPolarity == 0) 
				spiClk	<= 0;
			else
				spiClk	<= 1;
		end
end 
 always @(spiClk, spiClk_preceding ) begin
	if (spiClk == 1 && spiClk_preceding == 0) 
		spiClk_rise <= 1;
	else
		spiClk_rise <= 0;
	if (spiClk == 0 && spiClk_preceding == 1) 
		spiClk_fall <= 1;
	else
		spiClk_fall <= 0;	
end
 always @(spi_config, spiClk_fall, spiClk_rise) begin
	case (spi_config)
		zero_zero: begin
			write_new_bit   <= spiClk_fall;
			read_new_bit	<= spiClk_rise;
        end 
		zero_one: begin
			write_new_bit   <= spiClk_rise;
			read_new_bit	<= spiClk_fall;		
        end 
		one_zero: begin
			write_new_bit   <= spiClk_rise;
			read_new_bit	<= spiClk_fall;			
        end 
		one_one: begin
			write_new_bit   <= spiClk_fall;
			read_new_bit	<= spiClk_rise;	
        end
	endcase
end 
 always @(posedge clk_i) begin
    data_ready_o <= 0;
	spiClk_preceding	<= spiClk;
	case (state)
		READY: begin	
			cs_o			<= 1;
			mosi_o			<= 0;
			data_ready_o	<= 0;			
			spiClk_en			<= 0;
			bit_counter			<= 0; 
			if (clkPolarity == 0) 
				spiClk_o	<= 0;
			else
				spiClk_o	<= 1;
			if (en_i == 1) begin
				state		<= SEND;
				spiClk_en		<= 1;
				write_reg	<= mosi_data_i;
				mosi_o		<= mosi_data_i[7];
				read_reg	<= 8'h0;
			end 
        end
		SEND: begin		
            spiClk_o <= spiClk;           
			cs_o	<= 0;
			mosi_o	<= write_reg[7];
			if (clkPhase == 1) begin	
				if (bit_counter == 0) begin
					if (read_new_bit == 1) begin
						read_reg[0]			<= miso_i;
						read_reg[7:1] 	    <= read_reg[6:0];
						bit_counter				<= bit_counter + 1;
					end 			
				end else if (bit_counter == 8) begin
							data_ready_o	<= 1;				      						
						    miso_data_o		<= read_reg;
							state	<= READY;
						    cs_o	<= 1;
						if (write_new_bit == 1) begin
							if (en_i == 1) begin
								write_reg	<= mosi_data_i;
								mosi_o		<= mosi_data_i[7];				
								bit_counter		<= 0;
							end else begin
								state	<= READY;
								cs_o	<= 1;								
							    end 
						end 
					end  else begin
								if (read_new_bit == 1) begin
									read_reg[0]	 	 <= miso_i;
									read_reg[7:1]    <= read_reg[6:0];
									bit_counter             <= bit_counter + 1;
								end 
								if (write_new_bit == 1) begin
									mosi_o	<= write_reg[7];
									write_reg[7:1] 	<= write_reg[6:0];
								end 
					        end 
			end else begin	
					if (bit_counter == 0) begin
						if (read_new_bit == 1) begin
							read_reg[0]		<= miso_i;
							read_reg[7:1] 	<= read_reg[6:0];
							bit_counter				<= bit_counter + 1;
						end 
						if (write_new_bit == 1) begin
										write_reg[7:1] 	<= write_reg[6:0];
										mosi_o	<= write_reg[7]; end  
					end else if (bit_counter == 8) begin				
							    data_ready_o    <= 1; 
							    miso_data_o		<= read_reg;
								if(read_new_bit) state <= READY;
							if (write_new_bit == 1) begin
								if (en_i == 1) begin
									state	<= READY;
								end 
								if (read_new_bit == 1) begin
									state	<= READY;
								end 
							end 		
						end else begin
									if (read_new_bit == 1) begin
										read_reg[0]		<= miso_i;
										read_reg[7:1] 	<= read_reg[6:0];
										bit_counter			<= bit_counter + 1;
									end 
									if (write_new_bit == 1) 
										write_reg[7:1] 	<= write_reg[6:0];
										mosi_o	<= write_reg[7];
								end 
				end	
		end		
	endcase
end
endmodule
```
==> results.txt <==
On the backend side, the flow ran end to end.

The run finished with clean final reports. The mean cell area of the mapped netlist stands at 12.6 um^2. For this configuration, the core starts out at a cell density of 42.0%. The delay of the slowest cell on the worst path stands at 0.65 ns. The clock arrives with 0.00344 ns of skew. The post-synth design cell area stands at 1690 um^2.

After Yosys synthesis, XOR and XNOR cells account for 2.59% of the synthesized area. The critical path required time stands at 2.61 ns. Counting the warning lines in the Yosys log gives 1. In this run the critical register-to-register path is captured at read_reg[1]$_SDFFCE_PN0P_. The final cell count without fillers stands at 211.

The horizontal die dimension stands at 67.0 um. The clock tree buffer depth stands at 2. In this run, the number of DRC markers left after iteration 0 of detailed routing was 57. The growth of design area from synthesis to finish stands at 23.8%. By instance count, the cell type seen most on the critical path is sky130_fd_sc_hd__inv_2.

The final tally of max-slew violations stands at 0. The number of endpoints with negative hold slack in the final report stands at 0. The critical path goes through inv_2 -> or3_4 -> inv_2 -> nor2_1. Per the timing report, the most critical flop-to-flop path originates at state$_DFF_P_. The transition time recorded at the tightest slew-check pin is 0.634 ns. Yosys shows that the main logic family after synthesis is simple AND/OR/NAND/NOR gates. Summing over every cut layer, the via total after detailed routing is 1002. The count of final setup violators stands at 0. The vertical die dimension stands at 67.0 um.

After synthesis, flip-flops and latches occupy 66.9% of the total area. The total clock buffers created by CTS stands at 5. The cell count listed in synth_stat.txt stands at 134.

The and-or/or-and share of the synthesized area stands at 5.40%. The number of buffers added on ports stands at 22. The depth of the CTS H-tree stands at 2.

The core region is 4030 um^2. The cell resize tally after clock tree synthesis stands at 0. Per the post-CTS timing run, clock transition at the registers of the reported paths is 0.08 ns. The number of global-route vias before repair was 1031. The number of distinct standard cells referenced by the synthesized netlist stands at 29.

Per the OpenROAD power report, leakage power amounts to 0.000839 uW. Warnings raised by the tools during the run amount to 27. The layout cell share with drive strength beyond 1 stands at 12.4%.

The area of placed instances stands at 1960 um^2. The top-level port count stands at 23. The clock insertion delay at the later pin of the skew report stands at 0.29 ns.

The average wire per cell in the routed design stands at 12.1 um. After clock tree synthesis, the setup repair step added 0 buffers. The highest net fanout along the worst path stands at 15. The detailed-route DRC error count stands at 0. The iteration tally of the first detailed-router pass stands at 4. The HPWL reported at the end of detailed placement stands at 1.73 mm. The type recorded for the worst min-delay path is reg -> reg. The repair_antennas step left the layout with diodes totalling 0.

The timing report gives the worst reg2reg path a setup slack of 0.52 ns. The worst path in the final design needs a cycle of 2.08 ns, including I/O delays and setup. The detail route stage leaves a number of antenna-violating nets equal to 0. The worst setup path is launched from a register. The cell-mix breakdown from Yosys lists the simple-gate area share as 14.4%. In the post-route report, total wirelength is listed as 2.54 mm.

The final global-route overflow total stands at 0. The wire length of the first global-routing pass stands at 4.48 mm. The count of placed standard cells including taps stands at 203. Looking at the clock tree report, the root buffer type is sky130_fd_sc_hd__clkbuf_8. For this run, the top clock speed supported by timing is 480 MHz.

The worst slew slack as a fraction of its limit stands at 57.6%. The die area stands at 4490 um^2. For the final routed database, the setup TNS stands at 0 ns. The synthesized design contains 42 register bits. The number of antenna violations at the first check in global routing stands at 0.

The global routing usage summed across all routing layers stands at 14.2%. TritonCTS reports the number of clock sinks as 42. The adder and majority gate portion of the synthesized area stands at 2.96%. The global placer's final weighted congestion stands at 0.726.

The script computed a power per unit cell area of 857 nW/um^2. The critical path arrival stands at 2.09 ns. The number of cell instances on the worst register-to-register path stands at 4.

STA shows the worst min-delay path finishing at spiClk_preceding$_DFF_P_. The chip area in the Yosys report stands at 1690 um^2. STA classifies the critical path endpoint as a register. The count of maximum capacitance violations stands at 0. TritonCTS built the clock tree.

The post-cts hold buffer count stands at 0. The maximum vdd drop stands at 0.000550 V. In the hold timing report, the worst path depth is 0. Entering global routing, the biggest net connects 16 pins. Synthesis produced 134 cells. Post-route period utilization is reported as 80.1%.

Per the detail_route report, vias per standard cell equal 4.75. In the setup report, the worst path falls into the class reg -> reg. The slowest stage of the critical path is the sky130_fd_sc_hd__dfxtp_1 cell. The proportion of synthesized area in mux cells stands at 5.25%. Setup repair after global routing left no endpoint under its margin. The count of standard-cell rows stands at 23. The summed area of non-filler cells in the final layout stands at 2090 um^2.

The worst hold path begins at spiClk$_SDFFE_PN0P_.
-- report_power, final --
group	switching, uW	leakage (uW)	internal [uW]
Clock	213	0.0000678	332
Sequential	84.6	0.000388	916
Combinational	113	0.000383	136
Total	411	0.000839	1380
-- cell usage in the layout, fill, tap and decap left out, drive strengths merged --
cell,netlist,final
nand4b,1,1
nand3b,1,1
a21o,1,1
ha,4,4
and2,2,2
nand2,22,22
nor2b,3,3
a22o,1,1
a21oi,12,12
o21ai,3,3
xor2,2,2
or3,2,2
xnor2,3,3
inv,6,6
or4b,1,1
mux2,7,7
clkdlybuf4s50,0,22
nor2,10,10
dfxtp,13,13
nand2b,2,2
buf,2,1
nand4,1,1
nand3,3,3
clkbuf,2,8
mux2i,1,1
edfxtp,29,29
-- layout make-up --
class | instances | area [um^2]
Tap cell | 50 | 62.6
Timing Repair Buffer | 23 | 228
Multi-Input combinational cell | 82 | 518
Fill cell | 351 | 1930
Sequential cell | 42 | 1130
Clock buffer | 8 | 133
Inverter | 6 | 22.5
-- how the worst max path moves through the flow --
stage | endpoint | start | slack (ns)
after CTS | read_reg[0]$_SDFFCE_PN0P_ | state$_DFF_P_ | 0.50
after global routing | write_reg[6]$_DFFE_PP_ | state$_DFF_P_ | 0.32
final | read_reg[1]$_SDFFCE_PN0P_ | state$_DFF_P_ | 0.52
-- kinds of logic (layout without fill, tap and decap cells) --
| group | Yosys count | after routing |
|---|---|---|
| and+or+nand+nor | 48 | 48 |
| DFF | 42 | 42 |
| AOI/OAI and AO/OA | 17 | 17 |
| buffers and inverters | 10 | 37 |
| muxes | 8 | 8 |
| xor gates and xnor gates | 5 | 5 |
| adders and majority gates | 4 | 4 |
-- worst max-delay path: cells and delay by family, from the launching register on --
family,cells,cell delay [ns]
buf+inv,2,0.45
flops,1,0.65
simple gates,2,0.69
-- per-stage QoR --
step,util [%],setup WS (ns),hold slack (ns),total power [uW]
final,52.0,0.519,0.455,1790
after global routing,52.0,0.322,0.485,1910
after CTS,52.0,0.498,0.460,1820
after detailed placement,48.7,0.382,0.439,1260
after global placement,48.7,0.435,0.440,1250
after floorplan,-,0.948,0.399,1130
-- cells in the mapped netlist --
cell / instances / share of area (%)
sky130_fd_sc_hd__a21o_1: 1 / 0.44
sky130_fd_sc_hd__o21ai_0: 2 / 0.59
sky130_fd_sc_hd__inv_2: 2 / 0.44
sky130_fd_sc_hd__nand2b_1: 2 / 0.74
sky130_fd_sc_hd__nand4b_4: 1 / 1.4
sky130_fd_sc_hd__or3_4: 1 / 0.67
sky130_fd_sc_hd__nand3_1: 3 / 0.89
sky130_fd_sc_hd__edfxtp_1: 29 / 51
sky130_fd_sc_hd__dfxtp_1: 13 / 15
sky130_fd_sc_hd__buf_2: 1 / 0.30
sky130_fd_sc_hd__xnor2_1: 3 / 1.6
sky130_fd_sc_hd__nand4_1: 1 / 0.37
sky130_fd_sc_hd__mux2i_1: 1 / 0.59
sky130_fd_sc_hd__clkbuf_1: 2 / 0.44
sky130_fd_sc_hd__nor2b_1: 3 / 1.1
sky130_fd_sc_hd__or4b_1: 1 / 0.59
sky130_fd_sc_hd__ha_1: 4 / 3.0
sky130_fd_sc_hd__xor2_1: 2 / 1.0
sky130_fd_sc_hd__and2_1: 2 / 0.74
sky130_fd_sc_hd__or3_1: 1 / 0.37
sky130_fd_sc_hd__inv_1: 4 / 0.89
sky130_fd_sc_hd__nor2_1: 10 / 2.2
sky130_fd_sc_hd__mux2_2: 7 / 4.7
sky130_fd_sc_hd__o21ai_1: 1 / 0.30
sky130_fd_sc_hd__a22o_1: 1 / 0.52
sky130_fd_sc_hd__a21oi_1: 12 / 3.6
sky130_fd_sc_hd__buf_4: 1 / 0.44
sky130_fd_sc_hd__nand3b_1: 1 / 0.44
sky130_fd_sc_hd__nand2_1: 22 / 4.9
-- per-layer routing --
layer  vias up  part of all wire (%)  GRT usage, %
met5         -                     0             0
met4         0                   2.1          2.39
met3         5                   7.5          4.51
met2        36                    43          21.8
met1       440                    48          21.6
li1        521                     -             -
Power figures rest on the tool's default switching activity, not on a simulated workload.
