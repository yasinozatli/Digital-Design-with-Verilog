==> flow/design.v <==
`timescale 1ns / 1ps
module uart_tx #(parameter baudrate = 10_000_000)  
(input clk, start,
input [7:0] di,
output reg out, done);
localparam IDLE = 2'd0, BE_READY = 2'd1, SEND = 2'd2, DONE = 2'd3;
reg [1:0] state = IDLE;
integer one_bit_time = 100_000_000 / baudrate;  
integer timer = 0;                    
reg [7:0] shifter;
reg [2:0] num_of_sent_bits = 0;
always @(posedge clk) begin
    case(state)
        IDLE: begin
              out <= 1;
              done <= 0;
              num_of_sent_bits <= 0;
             if(start) begin
                 shifter <= di;
                 out <= 0;
                 state <= BE_READY;
              end
              end
        BE_READY: if(one_bit_time-1 == timer) begin
                     timer <= 0;
                     shifter <= (shifter >> 1) | (shifter << 7);
                     out <= shifter[0];
                     state <= SEND;
                  end else 
                     timer <= timer +1;
        SEND: if(num_of_sent_bits == 7) begin
                 if(one_bit_time-1 == timer) begin
                    timer <= 0;
                    out <= 1;
                    state <= DONE;
                    num_of_sent_bits <= 0;
                 end else
                    timer <= timer +1;
              end else if(one_bit_time-1 == timer) begin
                     timer <= 0;
                     num_of_sent_bits <= num_of_sent_bits +1;
                     out <= shifter[0];
                     shifter <= (shifter >> 1) | (shifter << 7);  
                  end else timer <= timer +1;
        DONE: if(one_bit_time-1 == timer) begin  
                 timer <= 0;
                 done <= 1;
                 state <= IDLE;
              end else timer <= timer +1;
        endcase
end
endmodule
==> flow/run.sh <==
#!/bin/bash
# OpenROAD 26Q1-2900-gdf79404cd8, Yosys 0.63+post, stock flow scripts
make -C /OpenROAD-flow-scripts/flow DESIGN_CONFIG=/design/flow/config.mk WORK_HOME=/design/flow/orfs finish
==> flow/config.mk <==
export PLATFORM = sky130hd
export DESIGN_NAME = uart_tx
export DESIGN_NICKNAME = uart_tx
export VERILOG_FILES = /design/flow/design.v
export SDC_FILE = /design/flow/constraint.sdc
export NUM_CORES = 4
export LEC_CHECK = 1
export CORE_UTILIZATION = 30
==> flow/constraint.sdc <==
current_design uart_tx

set clk_period 5.8
set clk_io_pct 0.2

create_clock -name clk0 -period $clk_period [get_ports {clk}]

set non_clock_inputs [all_inputs -no_clocks]
set_input_delay [expr $clk_period * $clk_io_pct] -clock clk0 $non_clock_inputs
set_output_delay [expr $clk_period * $clk_io_pct] -clock clk0 [all_outputs]
==> impl_metrics.py <==
# Metrics from the implementation run
metrics = {
    "status": {
        "status": "finished clean",
    },
    "power": {
        "switching_power_mw": 0.543,
        "p_total_mw": 1.53,
        "p_leak_nw": 0.945,
        "p_sw_share_pct": 35.5,
        "cellPowerDensity_mw_per_mm2": 548,
        "p_seq_share_pct": 55.4,
        "power_frac_comb_pct": 31.9,
        "power.internal_mw": 0.985,
        "vdd_ir_drop_max_v": 0.000174,
        "pwr-share-clk_pct": 12.6,
    },
    "sta": {
        "drv_slew": 0,
        "max_slew_margin_pct": 50.6,
        "fmax_ghz": 0.385,
        "setup_viol": 0,
        "rsz0062_at_grt": "no",
        "clock_skew_ns": 0.0142,
        "fin_crit_ns": 2.60,
        "fin_hold_ws_ns": 0.550,
        "hold_viol": 0,
        "setup_tns_ns": 0,
        "finalCritPeriodShare_pct": 44.8,
        "setup_ws_ns": 3.20,
        "worst_pin_slew_ns": 0.741,
    },
    "worst_setup_path": {
        "crit_start": "start",
        "arrival_ns": 2.53,
        "setup.worst_path.class": "primary input to flop",
        "cp.required_ns": 5.73,
        "cp_max_fo": 8,
        "critPathBufInv": 1,
        "timing.rr.start": "timer[1]$_SDFFCE_PP0N_",
        "start_kind": "primary input",
        "cp-end-kind": "flop",
        "slowest_stage": "a21oi_1",
        "path_delay_family": "AND-OR/OR-AND gates",
        "critPathMaxStageDelay_ns": 0.58,
        "cp_cell_sequence": "clkdlybuf4s50_1, nor2b_1, a211o_1, a21oi_1",
    },
    "floorplan": {
        "core_area_mm2": 0.00789,
        "die_w_um": 93.0,
        "num_rows": 32,
        "dieArea_mm2": 0.00866,
        "initCoreUtil_pct": 31.5,
        "fp.dieH_um": 93.0,
        "ioPinCount": 12,
    },
    "clock_tree": {
        "cts_setup_buffers": 0,
        "cts_resized": 0,
        "htreeDepth": 2,
        "clk_pin_slew_ns": 0.08,
        "cts.sinks": 47,
        "cts_tree": "built",
        "cts_hold_buf": 0,
        "cts_buffer_depth": 2,
        "root_buffer": "clkbuf_8",
        "cts_buffers": 5,
        "clock_latency_ns": 0.30,
    },
    "route": {
        "drt-pass1-iter-count": 4,
        "wl_um": 4160,
        "drt-vias-per-instance": 4.84,
        "drc": 0,
        "drt.antenna.violating_nets": 0,
        "diodes": 0,
        "drtIter0Drc": 84,
        "wl_per_cell_um": 13.2,
        "via_count": 1531,
    },
    "cells_and_area": {
        "drive_gt1_share_pct": 13.6,
        "synthToLayoutAreaGrowth_pct": 12.3,
        "fin_cells": 316,
        "fin_util_pct": 35.4,
        "fillerInstances": 764,
        "postLayoutCellArea_mm2": 0.00279,
    },
    "synth": {
        "synthCells": 198,
        "avgSynthCellArea_um2": 12.6,
        "synth_cell_type_count": 36,
        "top_cells_by_area": "edfxtp_1, xnor2_1, ha_1",
        "ys_ff": 47,
        "yosys_area_mm2": 0.00249,
        "ys.warnings.count": 1,
        "ys_seq_share_pct": 56.8,
        "top_cell_area_share_pct": 56.8,
        "syn-cell-area_mm2": 0.00249,
        "top_area_cell": "edfxtp_1",
        "ys_cells": 198,
    },
    "placement": {
        "dpl.hpwl_um": 2830,
        "io_buffer_count": 11,
        "dp_slack_ns": 2.86,
        "place.gp.congestion": 0.860,
        "placedCellCount": 308,
        "place_area_mm2": 0.00271,
    },
    "grt": {
        "grt_usage_pct": 10.5,
        "grt_pass1_wl_um": 7050,
        "grt_pass1_vias": 1467,
        "gr-total-overflow": 0,
        "antenna_found_initial": 0,
        "grt_max_degree": 35,
    },
    "run": {
        "warning_count": 29,
        "cap_violations": 0,
    },
    "min_path": {
        "hp-class": "flop to flop",
        "hold_start": "shifter[1]$_DFFE_PP_",
    },
}
[kinds of logic after synthesis]
family	after synthesis	synth area share, %
AOI/OAI and AO/OA	11	2.87
xor gates and xnor gates	30	10.6
adders and majority gates	8	4.03
buffers and inverters	11	2.01
DFF	47	56.8
muxes	10	4.43
and+or+nand+nor	81	19.3
[flip-flops by register name, summed over array words and instances, names as in the netlist]
register,flops
num_of_sent_bits,3
done,1
timer,32
shifter,8
state,2
out,1
[path summary, 6_finish.rpt]
path / depth (start not counted) / to / slack, ns
max: 4 / shifter[6]$_DFFE_PP_ / 3.20
min reg2reg: 1 / shifter[0]$_DFFE_PP_ / 0.55
min: 1 / shifter[0]$_DFFE_PP_ / 0.55
max reg2reg: 6 / shifter[6]$_DFFE_PP_ / 3.26
[cells in the mapped netlist]
master / instances
o211a_1: 1
or2_2: 1
nand4_2: 1
edfxtp_1: 47
and3_1: 4
a21oi_1: 2
nor3_1: 6
or2_0: 1
nor2b_1: 3
nor2_2: 3
a211o_1: 2
nor4_2: 2
mux2i_1: 2
nor4b_2: 1
buf_6: 1
o21ai_0: 4
xor2_1: 8
nand4_1: 16
nor4b_1: 1
nand2_1: 9
nor3_2: 2
or3_1: 1
a211oi_1: 1
buf_2: 1
and3_2: 1
a31oi_1: 1
nor2_1: 10
ha_1: 8
and4_2: 1
and2_1: 3
mux2_2: 8
nand3_1: 11
inv_1: 7
xnor2_1: 22
clkbuf_1: 2
nor4_1: 4
[worst reg2reg max path: stages, from the launching register on]
cell      delay, ns
edfxtp_1       0.43
inv_1          0.08
ha_1           0.13
nor4b_1        0.29
nand4_1        0.20
or2_0          0.37
a21oi_1        0.65
[layer usage]
layer  share of wire, %  track usage (%)  wire (µm)
met1                 51             17.7       2130
met2                 45             15.5       1890
met3                2.7             1.65        113
met4               0.77             1.28         32
met5                  0                0          0
[power groups by stage]
stage	clock (mW)	sequential [mW]	combinational [mW]
4_1_cts	0.202	0.850	0.495
6_report	0.193	0.848	0.488
5_1_grt	0.215	0.881	0.554
[cell type report]
cell class	count	area, µm²	area share (%)
clock buffers	5	68.8	2.47
clock inverters	3	15.0	0.538
inverters	7	26.3	0.941
multi-input cells	140	1020	36.7
flip-flops and latches	47	1410	50.6
well taps	102	128	4.57
repair buffers	12	118	4.21
[cells in the final DEF (no fill, tap or decap), types with 5 or more instances in the layout]
cell	netlist	final
inv_1	7	7
mux2_2	8	8
nand4_1	16	16
xnor2_1	22	22
nor2_1	10	10
nand3_1	11	11
nor3_1	6	6
nand2_1	9	9
clkdlybuf4s50_1	0	11
xor2_1	8	8
clkbuf_8	0	5
ha_1	8	8
edfxtp_1	47	47
Power is estimated from default activity; no workload was simulated.
